--- /design/flow/config.mk ---
export PLATFORM = sky130hd
export DESIGN_NAME = lockSystem
export DESIGN_NICKNAME = lockSystem
export VERILOG_FILES = /design/flow/design.v
export SDC_FILE = /design/flow/constraint.sdc
export NUM_CORES = 4
export LEC_CHECK = 1
export CORE_UTILIZATION = 30
--- /design/flow/constraint.sdc ---
current_design lockSystem

set clk_period 6.2
set clk_io_pct 0.2

create_clock -name clk0 -period $clk_period [get_ports {clock}]

set non_clock_inputs [all_inputs -no_clocks]
set_input_delay [expr $clk_period * $clk_io_pct] -clock clk0 $non_clock_inputs
set_output_delay [expr $clk_period * $clk_io_pct] -clock clk0 [all_outputs]
--- /design/flow/design.v ---
module counter #(
	parameter frequency=50000000,		 
	parameter timeoutSeconds=10		 
)
(
	input clock,			
	input reset,
	input [3:0] key,
	output reg error
);
integer idleCount=0;			 
integer keyCount=0;			 
reg [3:0] keyError=4'b1111;  
initial begin
	error=1'b0;		 
end
always @ (posedge clock) begin
	if(reset) begin	 
		idleCount<=0;
		keyCount<=0;
		error=1'b0;
	end
	else begin
		if(key!=keyError) begin	 
			error<=1'b0;
		end
		if(key==4'b1111) begin	 
			keyCount<=0;		 
			idleCount<=idleCount+1;  
			if(idleCount==(timeoutSeconds*frequency)) begin
				error<=1'b1;
				keyError<=4'b1111;
			end
		end
		else begin		 
			idleCount<=0;   
			keyCount<=keyCount+1;	 
			if(keyCount==(timeoutSeconds*frequency)) begin
				error<=1'b1;
				keyError<=key;
			end
		end
	end
end
endmodule
module digitalLock #(
	parameter numberOfDigits=4			 
)
(
	input clock, 
   input reset,
	input [3:0] key,
	input timeoutError,		   
	output reg  reEnterLock,
	output reg [3:0] state,    
	output reg lock,
	output reg [3:0] bitNumber,
	output reg [6:0] display0,		 
	output reg [6:0] display1,		 
	output reg [6:0] display2		 
);
reg [(4*numberOfDigits)-1:0] setLock;  
reg error;
reg [3:0] previousState;
localparam INITIAL     = 4'b1111;
localparam KEY_PRESSED = 4'b0001;
localparam IDLE        = 4'b0010;
localparam ERROR       = 4'b0100;
localparam DISPLAY     = 4'b1000;
initial begin
	bitNumber<=4'b0000;
	error<=1'b0;
	display0<=7'b1111111;
	display1<=7'b1111111;
	display2<=7'b1111111;
	state<=INITIAL;
end
always @ (state) begin
	case (state)
		INITIAL : begin  
			display2<=7'b1111111;
			if(reset==1'b0) begin
				display1<=7'b1000001;
			end
			display0<=7'b1111111;
	   end
      KEY_PRESSED: begin  
			display2<=7'b1111111;
			case(key)		 
				4'b1110:display0<=7'b1111001;
				4'b1101:display0<=7'b0100100;
				4'b1011:display0<=7'b0110000;
				4'b0111:display0<=7'b0011001;
			endcase
      end
		IDLE: begin  
			display0<=7'b1111111;
			if(bitNumber==(numberOfDigits)) begin
				if(lock==1'b1) begin
					display1<=7'b1000001;
				end
				else begin 
					if(reEnterLock==1'b0 && lock==1'b0) begin
						display1<=7'b0101111;
					end	
					else begin
						display1<=7'b1000111;
					end	
				end
			end
		end		
		ERROR: begin  
			if(error==1'b1 || timeoutError==1'b1) begin
				display2<=7'b0000100;
			end
		end
		DISPLAY: begin  
			if(lock==1'b1) begin
				display1<=7'b1000111;
			end
			else begin 
				if(reEnterLock==1'b1 && lock==1'b0) begin
					display1<=7'b0101111;
				end	
				else begin
					display1<=7'b1000001;
				end	
			end
		end
   endcase
end
always @(posedge clock or posedge reset) begin
    if (reset) begin
        bitNumber<=4'b0000;
    end else begin
        case (state)
				INITIAL: begin		 
					if(reset==1'b0) begin
						lock<=1'b0;
						reEnterLock<=1'b0;
					end
					bitNumber<=4'b0000;
					previousState<=INITIAL;
					if(key!=4'b1111) begin
						state<= KEY_PRESSED;
					end				
				end	 
            KEY_PRESSED: begin  
					if(key==4'b1111) begin
						state <= IDLE;
				   end
					if(previousState!=KEY_PRESSED) begin
						if(lock==1'b0 && reEnterLock==1'b0) begin
							setLock[((bitNumber*4)+3)-:4]<=key;
						end
						else begin
							if(setLock[((bitNumber*4)+3)-:4] != key) begin
								error<=1'b1;
							end
						end
						bitNumber<=bitNumber+1;
					end
					previousState<=KEY_PRESSED;		
				   if(error==1'b1 || timeoutError==1'b1) begin
						state<=ERROR;
			  	   end
            end
				IDLE: begin   
					if(timeoutError==1'b1) begin
						state<=ERROR;
			  	   end
					if(bitNumber==(numberOfDigits)) begin
						if(lock==1'b1) begin		
							lock<=1'b0;
							reEnterLock<=1'b0;
						end
						else begin 
							if(reEnterLock==1'b0 && lock==1'b0) begin
								lock<=1'b0;
								reEnterLock<=1'b1;
							end	
							else begin
								lock<=1'b1;
								reEnterLock<=1'b0;
							end	
						end
						bitNumber<=4'b0000;
				   end
					previousState<=IDLE;
					if(key!=4'b1111) begin  
						state<= KEY_PRESSED;
					end
				end
				ERROR: begin  
					if(reEnterLock==1'b1) begin
						reEnterLock<=1'b0;
						lock<=1'b0;	
					end
					error<=1'b0;
					bitNumber<=4'b0000;
					if(error==1'b0 && timeoutError==1'b0) begin
						state<=DISPLAY;
					end
				end
				DISPLAY: begin   
					if(key==4'b1111) begin
						state<=IDLE;
					end	
				end
				default: begin
					state <= KEY_PRESSED;             
				end 
        endcase
	end
end
endmodule
module lockSystem #(				 
	parameter sequenceLength=4,			 
	parameter clockFrequency=50000000,	 
	parameter timeout=10
)(
	input clock,						 
	input [3:0] key,					 
	input reset,						 
	output reEnterLock,				
	output [3:0] state,			 
	output lock,
	output [3:0] bitNumber,			
	output [6:0] display0,		 
	output [6:0] display1,		 
	output [6:0] display2		 
);
wire error;  
counter #(
	.frequency(clockFrequency),		 
	.timeoutSeconds(timeout)
)
Counter(									 
	.clock(clock),
	.reset(reset),
	.key(key),
	.error(error)
);
digitalLock #(
	.numberOfDigits(sequenceLength)  
)
digitalLock1(					 
	.clock(clock), 
   .reset(reset),
	.key(key),
	.timeoutError(error),
	.reEnterLock(reEnterLock),
	.state(state),			 
	.lock(lock),
	.bitNumber(bitNumber),
	.display0(display0),
	.display1(display1),
	.display2(display2)
);
endmodule
--- /design/flow/run.sh ---
#!/bin/bash
# OpenROAD 26Q1-2900-gdf79404cd8, Yosys 0.63+post, stock flow scripts
make -C /OpenROAD-flow-scripts/flow DESIGN_CONFIG=/design/flow/config.mk WORK_HOME=/design/flow/orfs finish
==> CHANGELOG.md <==
### Physical design

* Max-cap violations at 0
* Post-route setup slack at 2920 ps
* Tmin final at 3280 ps
* HPWL Detailed at 7270 um
* Setup CP Type: in2reg
* Synth area leaders: dfxtp_1, edfxtp_1, nor2_1, xor2_1, xnor2_1
* CP Capture Type: flip-flop
* Clk slew on worst S/H paths at 70 ps
* Vias per Instance at 4.86
* Core area at 0.0180 sq mm
* Vias at 4,065
* Antenna violations before repair at 0
* I/O Buffers at 34
* Critical Path AT at 3280 ps
* Critical hold path startpoint: Counter.idleCount[0]
* Number of global-route vias before repair at 3,626
* Mean post-synth cell area at 9.15 sq um
* Top cell excl fill/tap: nor2_1
* Yosys cell count at 600
* Area share, top type at 0.244
* Ports at 37
* Pre-CTS setup slack at 2570 ps
* R2R Path End: digitalLock1.setLock[14]
* WHS at 482 ps
* Post CTS Setup Buffer Count at 0
* Hold Path Class: reg2reg
* Final period utilization at 0.529
* Grt total ovfl at 0
* R2R depth at 6
* Max H-tree Level at 3
* Setup violators final at 0
* Crit path launch type: input port
* Fin area at 0.00623 sq mm
* Pwr Density at 251 mW/mm^2
* Std-Cell Rows at 49
* Ys Warns at 2
* Post-CTS sizing at 0
* Post-route ant nets at 0
* Ys flop type: dfxtp_1
* Clock Skew at 6.90 ps
* Ys async rst share at 0.0367
* Max Slew Vio Count at 0
* Post-Layout Cell Count at 836
* CTS Root Cell: clkbuf_16
* Cts hold-fix bufs at 0
* Register pins left without a clock at 11
* Reg-to-reg setup timing slack at 3600 ps
* Gpl congestion at 0.823
* Die W at 137 um
* Max FO, Critical Path at 18
* Placed insts at 820
* Synthesis area per yosys at 0.00549 sq mm
* Worst Path Required at 6200 ps
* CTS tree: built
* Clock buffer depth at 2
* DRC Markers at 0
* Worst Hold Endpoint: Counter.idleCount[0]
* Leakage power at 0.00206 uW
* Post-synthesis cell count at 600
* Endpoints left unconstrained at 29
* Hold depth at 1
* Largest area contributor in the netlist: dfxtp_1
* Drt pass-1 iters at 5
* GRT Util Overall at 0.122
* Fill cell count at 1,796
* Initial Util at 0.305
* Tightest Pin Transition at 754 ps
* VDD IR max at 0.162 mV
* First-iteration detailed-routing DRC count at 287
* Area after DPL at 0.00591 sq mm
* Distinct lib cells used at 58
* Diodes inserted at 0
* Fin Setup TNS at 0 ps
* R2R Path Start: digitalLock1.bitNumber[0]
* Log Warnings at 28
* Final Hold Fails at 0
* P&R area growth vs syn at 13.6%
* Wire per inst at 12.8 um
* Status: finished clean
* Registers, synthesis at 109
* Share of cells above drive strength 1 at 0.0988
* Die Ht at 137 um
* Number of enable flip-flop cells at 27
* First-pass GRT wire length at 18,000 um
* Fmax at 305 MHz
* Chip area at 0.0188 sq mm
* RSZ-0062 raised after global routing: false
* Most frequent cells in the layout: nor2_1, dfxtp_1, nand2_1, xor2_1, clkdlybuf4s50_1
* Largest net degree at the start of global routing at 32
* Total clock buffers created by CTS at 9
* Synthesized area at 0.00549 sq mm
* Clk Latency, worst-skew pair at 340 ps
* Normalized max-slew margin at 0.498
* Routed WL at 10,700 um
metal layers:
metal	vias up	GRT usage	share of wire
li1	2074	-	-
met1	1908	0.207	0.53
met2	76	0.173	0.42
met3	7	0.0210	0.039
met4	0	0.00977	0.0091
met5	-	0	0
worst max path at each step:
| stage | startpoint | end | depth (start not counted) |
|---|---|---|---|
| CTS | key[3] | Counter.keyError[1] | 5 |
| global route | key[3] | Counter.keyError[0] | 5 |
| finish | key[3] | Counter.keyError[1] | 5 |
logic make-up (layout without fill, tap and decap cells):
group,Yosys count,in the layout,synth area share
latches,11,11,0.0301
AND/OR/NAND/NOR,278,278,0.274
adder cells (fa/ha/maj),7,7,0.0160
buffers and inverters,68,74,0.0584
flip-flops,98,98,0.410
XOR/XNOR,67,67,0.107
AND-OR/OR-AND,48,48,0.0520
multiplexers,21,21,0.0513
other,2,3,0.00137
state kept, by name, summed over array words and instances (netlist names):
register,flops
Counter.keyError,4
digitalLock1.lock,1
Counter.error,1
digitalLock1.display2,1
Counter.keyCount,32
digitalLock1.reEnterLock,1
Counter.idleCount,32
digitalLock1.display1,4
digitalLock1.display0,6
digitalLock1.bitNumber,4
digitalLock1.previousState,2
digitalLock1.error,1
digitalLock1.state,4
digitalLock1.setLock,16
power by group:
part           internal [uW]  leakage (uW)  switching (uW)
logic                    126      0.000962             114
clock network            358      0.000165             234
registers                682      0.000929            49.6
area by class of cell:
class | instances | area (sq um) | area share
clock buffer | 12 | 278 | 0.0446
clock inverter | 4 | 47.5 | 0.00763
inverter | 20 | 75.1 | 0.0120
multi-input combinational | 424 | 2760 | 0.443
sequential | 109 | 2420 | 0.388
tap | 229 | 287 | 0.0460
timing repair buffer | 38 | 370 | 0.0594
per-stage QoR:
stage,util,total power [uW]
6_report,0.347,1560
5_1_grt,0.347,1650
4_1_cts,0.347,1590
3_5_place_dp,0.329,988
3_3_place_gp,0.329,986
2_1_floorplan,-,918
Yosys cell counts, types with 3 or more instances:
| master | n |
|---|---|
| nor4_2 | 8 |
| ha_1 | 7 |
| nor2_1 | 85 |
| a211oi_1 | 3 |
| nor4_1 | 15 |
| nand2_1 | 41 |
| nand3b_1 | 3 |
| and2_1 | 7 |
| or3_1 | 7 |
| nor4b_1 | 3 |
| nand3_1 | 26 |
| nand4_1 | 28 |
| inv_1 | 20 |
| mux2_2 | 13 |
| buf_1 | 3 |
| xnor2_1 | 32 |
| nand2b_1 | 4 |
| dlxtn_1 | 11 |
| nor3_2 | 6 |
| edfxtp_1 | 27 |
| nor2b_1 | 3 |
| a21oi_1 | 13 |
| buf_4 | 10 |
| nor2_2 | 3 |
| mux2_1 | 4 |
| o21ai_0 | 17 |
| buf_2 | 3 |
| and3_1 | 15 |
| clkbuf_1 | 30 |
| nor3_1 | 8 |
| o22ai_1 | 3 |
| dfrtp_1 | 4 |
| xor2_1 | 35 |
| dfxtp_1 | 67 |
| mux4_2 | 4 |
| and4_1 | 6 |
worst max-delay path: stages:
cell and delay (ps):
clkdlybuf4s50_1 860, nand4_1 430, nor4_1 370, a21oi_1 80, nor2_1 300
Power figures rest on the tool's default switching activity, not on a simulated workload.
